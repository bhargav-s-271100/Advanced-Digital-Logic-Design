--- design/flow/design.v ---
`timescale 1ns / 1ps
module ALU(input [7:0]a,b, input [3:0]s, output reg [15:0]y);
  always@(a,b,s)
    begin
      case(s)
        4'b0000 : y <= a+b;	 
        4'b0001 : y <= a-b;	 
        4'b0010 : y <= a*b;	 
        4'b0011 : y <= a/b;	 
        4'b0100 : y <= a%b;	 
        4'b0101 : y <= a&b;	 
        4'b0110 : y <= a|b;	 
        4'b0111 : y <= a^b;	 
        4'b1000 : y <= ~(a^b);  
        default: y=1'bz;
      endcase
    end
endmodule
--- design/flow/constraint.sdc ---
current_design ALU

set clk_period 34.4
set clk_io_pct 0.2

create_clock -name clk0 -period $clk_period

set non_clock_inputs [all_inputs -no_clocks]
set_input_delay [expr $clk_period * $clk_io_pct] -clock clk0 $non_clock_inputs
set_output_delay [expr $clk_period * $clk_io_pct] -clock clk0 [all_outputs]
--- design/flow/config.mk ---
export PLATFORM = sky130hd
export DESIGN_NAME = ALU
export DESIGN_NICKNAME = ALU
export VERILOG_FILES = /design/flow/design.v
export SDC_FILE = /design/flow/constraint.sdc
export NUM_CORES = 4
export LEC_CHECK = 1
export CORE_UTILIZATION = 50
--- design/flow/run.sh ---
#!/bin/bash
# OpenROAD 26Q1-2900-gdf79404cd8, Yosys 0.63+post, stock flow scripts
make -C /OpenROAD-flow-scripts/flow DESIGN_CONFIG=/design/flow/config.mk WORK_HOME=/design/flow/orfs finish
==> impl_metrics.json <==
{
  "yosys_cells": 1273,
  "grt_pass1_vias": 11981,
  "finalCriticalPeriod_ns": 39.60,
  "vias": 12810,
  "rows": 49,
  "wl_per_cell_um": 19.9,
  "yosysWarnings": 2,
  "violations": "setup timing",
  "top_area_cell": "ha_1",
  "common_cells": "162 x ha_1, 121 x nor2_1, 97 x inv_1, 96 x a21oi_1, 90 x nand2_1",
  "maxSlewHeadroom_pct": 34.0,
  "final_max_slew_viol_count": 0,
  "fillers": 971,
  "chipArea_um2": 19200,
  "register_area_um2": 0,
  "startpoint": "b[5]",
  "dr.pass1.iters": 7,
  "outcome": "finished with violations",
  "syn2layout_area_growth_pct": 65.0,
  "worstMarginPinSlew_ns": 0.986,
  "n_clock_buffer": 0,
  "fin_cells": 2087,
  "required_ns": 27.52,
  "ys_seq_share_pct": 0,
  "ios": 36,
  "max_freq_mhz": 25.3,
  "utilization_pct": 85.0,
  "wl_mm": 41.5,
  "grt_remaining_overflow": 0,
  "place_inst": 1901,
  "worstPathArrival_ns": 32.72,
  "via_per_inst": 6.14,
  "crit_end": "y[10]",
  "track_usage_pct": 39.7,
  "grt_max_degree": 39,
  "setup_slack_ns": -5.20,
  "numPortBuffers": 36,
  "yosysChipArea_um2": 9350,
  "drive_gt1_share_pct": 43.9,
  "finalSetupViolations": 16,
  "hold_violations": 0,
  "syn_avg_cell_area_um2": 7.34,
  "dieHeight_um": 139,
  "area_leaders": "ha_1 22%, fa_1 8.4%, a21oi_1 5.1%",
  "gp_congestion": 0.981,
  "antenna_found_initial": 0,
  "ff_count": 0,
  "synth_cell_types": 97,
  "grt_pass1_wl_mm": 60.4,
  "antenna_cells": 0,
  "core_area_um2": 18100,
  "cp-start-kind": "input port",
  "critPathMostFrequentCell": "o21a_1",
  "rsz0062_at_grt": "true",
  "fin_crit_sh_pct": 115,
  "drv_cap": 0,
  "endpoint_kind": "primary output",
  "drc": 0,
  "warning_count": 56,
  "initialDrtViolationCount": 1056,
  "die_x_um": 139,
  "syn-instance-count": 1273,
  "synth_area_um2": 9350,
  "critPathMaxStageDelay_ns": 0.39,
  "slowest_stage": "a211oi_4",
  "hpwl_mm": 26.3,
  "path_class": "in -> out",
  "initCoreUtil_pct": 51.5,
  "critical_path_peak_fanout": 7,
  "ant_nets": 0,
  "hp-class": "in -> out",
  "yosysMostFrequentCell": "ha_1",
  "cts_hold_buffers": 0,
  "yosys.area.top_type_share_pct": 21.7
}
[layout make-up]
cell class	instances	area (µm²)	share of cell area, %
Multi-Input combinational cell	1142	9980	64.7
Timing Repair Buffer	616	4770	30.9
Tap cell	229	287	1.86
Inverter	100	382	2.48
[stage by stage]
step	setup slack [ns]	TNS, ns	hold WS [ns]	instance area, µm²
final	-5.20	-81.23	14.68	15400
after global routing	-6.24	-98.18	14.69	15400
after CTS	-4.57	-70.39	14.66	14700
after detailed placement	-5.87	-91.93	14.95	13300
after global placement	-5.41	-84.39	14.98	13300
after floorplan	-5.57	-87.70	13.87	9970
[how the worst min path moves through the flow]
stage | to | cells past startpoint | slack, ns | start
final | y[0] | 4 | 14.68 | a[0]
after global routing | y[0] | 4 | 14.69 | a[0]
after CTS | y[0] | 4 | 14.66 | a[0]
[cells by family after synthesis]
| logic type | synth area share (%) |
|---|---|
| multiplexers | 4.24 |
| AND-OR/OR-AND | 32.1 |
| buffers and inverters | 5.78 |
| XOR/XNOR | 4.87 |
| adder cells (fa/ha/maj) | 30.3 |
| AND/OR/NAND/NOR | 22.7 |
| other | 0.0401 |
[worst max-delay path: cells and delay by family]
family | cells | cell delay (ns)
compound gates | 73 | 12.79
xor+xnor | 1 | 0.14
fa+ha+maj | 15 | 3.83
buf+inv | 18 | 2.40
mux | 3 | 0.75
simple gates | 36 | 5.86
[layer usage]
| layer | vias to the layer above | part of all wire [%] | track usage [%] |
|---|---|---|---|
| met3 | 201 | 11 | 10.5 |
| li1 | 5926 | - | - |
| met1 | 5962 | 42 | 54.1 |
| met2 | 721 | 42 | 62.0 |
| met4 | 0 | 4.8 | 12.3 |
| met5 | - | 0 | 0 |
[placed cells by master (no fill, tap or decap), drive strengths merged, types with 15 or more instances in the layout]
cell type  Yosys  layout
nor2         125     125
nor3          68      68
nand2         91      91
mux2i         16      16
a21oi         98      98
or2           15      15
mux2          20      20
xor2          17      17
nand3         24      24
buf            6     601
xnor2         35      35
inv           99      98
ha           162     162
o21a          59      59
nand2b        18      18
a21o          35      35
o21ai         64      64
fa            39      39
[what timing repair did]
action | in CTS | in global routing
pin swaps | 117 | 78
gates resized | 165 | 77
setup endpoints to repair | 16 | 16
setup buffers | 144 | 45
