## ./design.v

```verilog
`timescale 1ns / 1ps
module divisibility_by_5(output reg y, input clk, reset, in);
  reg [2:0]next_state = 0;
  reg [2:0]state = 0;
  parameter s0 = 3'b000, s1 = 3'b001, s2 = 3'b010, s3 = 3'b011, s4 = 3'b100;
  always @(posedge clk or posedge reset)
    begin
      if(reset)
      	state <= s0;
      else
        state <= next_state;
    end
  always @(*)
    begin 
      case(state)
        s0: next_state <= in ? s1 : s0;
        s1: next_state <= in ? s3 : s2;
        s2: next_state <= in ? s0 : s4;
        s3: next_state <= in ? s2 : s1;
        s4: next_state <= in ? s4 : s3;
        default: next_state <= s0;
      endcase
    end
  always @(posedge clk or posedge reset)
    begin
      if(reset)
      	y <= 1'b0;
      else
        y <= (~in && (state == s0)) || (in && (state == s2));
    end  
endmodule       
```

## ./run.sh

```bash
#!/bin/bash
# OpenROAD 26Q1-2900-gdf79404cd8, Yosys 0.63+post, stock flow scripts
make -C /OpenROAD-flow-scripts/flow DESIGN_CONFIG=/design/flow/config.mk WORK_HOME=/design/flow/orfs finish
```

## ./config.mk

```make
export PLATFORM = sky130hd
export DESIGN_NAME = divisibility_by_5
export DESIGN_NICKNAME = divisibility_by_5
export VERILOG_FILES = /design/flow/design.v
export SDC_FILE = /design/flow/constraint.sdc
export NUM_CORES = 4
export LEC_CHECK = 1
export CORE_AREA = 10 10 70 70
export DIE_AREA = 0 0 80 80
```

## ./constraint.sdc

```tcl
current_design divisibility_by_5

set clk_period 1.7
set clk_io_pct 0.2

create_clock -name clk0 -period $clk_period [get_ports {clk}]

set non_clock_inputs [all_inputs -no_clocks]
set_input_delay [expr $clk_period * $clk_io_pct] -clock clk0 $non_clock_inputs
set_output_delay [expr $clk_period * $clk_io_pct] -clock clk0 [all_outputs]
```

==> metrics.sh <==
ASYNCSETRESETFLOPFRACSYNTH_PCT=100
OUTCOME='complete, no violations'
SYNTH.CELL_AREA_SQ_UM=201
FIRSTDRTPASSITERS=3
DRT-WIRELENGTH-PER-CELL_UM=5.40
SYNTH.TOP_CELLS.BY_COUNT='4 x dfrtp_1, 2 x inv_1, 2 x nor2b_1, 2 x or3b_1'
MAX_CLOCK_FREQ_MHz=747
CLKLATENCYLATEPIN_PS=230
SYNTH-MAIN-FF-CELL='dfrtp_1'
TIMING_WORST_SLEW_PIN_VALUE_PS=254
NUMBER_OF_ENABLE_TYPE_REGISTER_CELLS_IN_THE_SYNTHESIZED_NETLIST=0
LAYOUT-DRIVE-GT1-SHARE_PCT=16.7
POST_LAYOUT_MIN_PERIOD_PS=1340
WARNINGS_SYNTHESIS=1
TRITONCTS='done'
START_KIND='flop'
HOLD_VIO_CNT_FINAL=0
DIE_Y_UM=80
DIE_AREA_SQ_UM=6400
FIN_TNS_SETUP_PS=0
CLKSLEWWORSTSETUPHOLDPATHS_PS=40
FINALSETUPVIOLATIONS=0
CRITICAL_PATH.CELL_CHAIN='clkdlybuf4s50_1'
CP_NUM_BUF_INV=1
YOSYS_REGISTER_BITS=4
WORST_EP_REQUIRED_TIME_PS=1360
WORST_PATH_LARGEST_CELL_DELAY_PS=460
DRT_WL_TOTAL_UM=378
DRT.ANTENNA.VIOLATING_NETS=0
WORST-PATH-MAX-FANOUT=1
N_FILL_CELL=405
FINAL.PERIOD_UTILIZATION_PCT=78.7
FLOORPLAN.CORE_AREA_SQ_UM=3420
CTS_RESIZED=0
YOSYS-STAT-AREA_SQ_UM=201
CRITPATHTOPFAMILY='buffers and inverters'
CTS-HOLD-FIX-BUFFERS=0
SYNTH.YOSYS.SEQ_AREA_SHARE_PCT=49.7
HOLD_PATH_CLASS='in -> async'
GRT_START_MAX_NET_PINS=9
CRITICAL-PATH-SLOWEST-CELL='clkdlybuf4s50_1'
MAX-CLOCK-PATH-BUFFERS=2
VIAS=154
TIMING.SLEW.HEADROOM_PCT=82.8
POWER_W=0.000408
MAX_CAP_VIOL_COUNT=0
POST-SYNTH-TOP-AREA-CELL='dfrtp_1'
GRT_ANTENNA_BEFORE_REPAIR=0
REMAINING_DRC_ERRORS=0
GRT_USAGE_PCT=1.28
SYNTH_LARGEST_TYPE_AREA_FRACTION_PCT=49.7
CRIT_TYPE='reg -> out'
NUMCTSBUFFERS=3
MAXSLEWVIOLCOUNT=0
CLOCK-SKEW-FINAL_PS=1.89
GRT_OVERFLOW=0
GRT_PASS1_VIAS=150
SYNTH.LIB_CELLS_USED.DISTINCT=12
PLACEMENT.IO_BUFFERS=3
N_ANTENNA_CELL=0
SYN_TO_FINAL_GROWTH_PCT=54.7
YOSYSCELLCOUNT=18
SETUP_REPAIR_AFTER_GLOBAL_ROUTING_MISSED_ITS_MARGIN='no'
BOUNDARYPINS=4
GRT_PASS1_WL_UM=669
POWER_DENSITY_nW_PER_UM2=1310
STATIC_LEAK_nW=0.115
PLACE_CONGESTION=0.756
CLOCK_SINKS=4
TOOL_WARNINGS=25
IRDROPWORSTVDD_mV=0.181
CLOCK-ROOT-BUFFER='clkbuf_4'
SYNTH.AREA.TOP_CELLS='dfrtp_1 50%, or3b_1 8.7%, and4bb_1 6.2%'
CTS_POST_SETUP_BUFFERS_INSERTED=0
HORIZONTAL_DIE_DIMENSION_UM=80
VIAS_PER_CELL=2.20
SETUP.WORST_PATH.END_CLASS='output pin'
STARTING_DENSITY_OF_THE_CORE_PCT=5.90
DR.FIRST_ITER.DRC_COUNT=25
FLOORPLAN.ROWS=21
TIMING.CRITICAL_PATH.ARRIVAL_PS=1000
SYN_AVG_CELL_AREA_SQ_UM=11.2
DETAILED_PLACE_HPWL_UM=297
SYNTHMOSTINSTANTIATEDCELL='dfrtp_1'
HTREE_NUM_LEVELS=1
SYNTHESIS.INSTANCES=18
## worst paths after layout
path | endpoint | from | slack (ps) | depth (start not counted)
hold reg to reg | state[2] | state[0] | 530 | 1
max in group asynchronous | state[2] | reset | 1270 | 2
min in group clk0 | state[2] | state[0] | 530 | 1
setup / recovery | y | y | 360 | 1
hold / removal | state[0] | reset | 280 | 2
setup reg to reg | state[0] | state[2] | 650 | 2
## cell usage in the layout, fill, tap and decap left out, drive strengths merged, types with 2 or more instances in the layout
master and instances:
clkbuf 3, or3b 2, dfrtp 4, nor2b 2
a21oi 2, clkdlybuf4s50 3, inv 2
## routing by layer
metal | global-route usage [%] | share of wire, % | up-vias
met5 | 0 | 0 | -
met4 | 0.704 | 4.5 | 0
met2 | 1.36 | 29 | 6
met1 | 1.80 | 50 | 68
met3 | 0.795 | 16 | 2
li1 | - | - | 78
## sequential cells by signal (all words and copies together), names as in the netlist
name,cells
y,1
state,3
## where the power goes
group,internal (W),total [W],switching (W),leakage [nW]
clock network,0.0000790,0.000118,0.0000387,0.0138
logic,0.0000733,0.000109,0.0000356,0.0501
registers,0.000136,0.000181,0.0000452,0.0511
## logic make-up (layout without fill, tap and decap cells)
logic type | count (synthesis) | in the layout | synth area share [%]
and+or+nand+nor | 9 | 9 | 35.4
AOI/OAI and AO/OA | 3 | 3 | 11.2
buffers and inverters | 2 | 8 | 3.73
DFF | 4 | 4 | 49.7
## cell type report
type | instances | area, sq um | share of cell area [%]
clock buffer | 3 | 22.5 | 7.23
inverter | 2 | 7.51 | 2.41
multi-input combinational | 12 | 93.8 | 30.1
sequential | 4 | 100 | 32.1
tap | 46 | 57.6 | 18.5
timing repair buffer | 3 | 30.0 | 9.64
## per-stage QoR
step | util [%] | hold slack [ps] | cells | instance area, sq um | setup WS, ps
after floorplan | - | 106 | 18 | 201 | 725
after global placement | 8.46 | 501 | 67 | 289 | 192
after detailed placement | 8.46 | 519 | 67 | 289 | 157
after CTS | 9.12 | 283 | 70 | 312 | 343
after global routing | 9.12 | 318 | 70 | 312 | 327
final | 9.12 | 283 | 70 | 312 | 362
Power and IR drop assume default switching activity.
